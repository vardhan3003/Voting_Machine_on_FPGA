==> /design/flow/design.v <==
`timescale 1ns / 1ps
module digits(input clk,reset,BJP_FIG,CONG_FIG,NOTA_FIG,input [9:0] BJP_COUNT,NOTA_COUNT,CONG_COUNT,output reg [3:0] ones,tens,hundreds,thousands);
reg [9:0] temp_count = 0;
always @(posedge clk or posedge reset) begin
    if (reset) begin
        ones <= 0;
        tens <= 0;
        hundreds <= 0;
        thousands <= 0;
        temp_count<=0;
    end else begin
        if (BJP_FIG) begin
            temp_count <= BJP_COUNT;
        end else if (CONG_FIG) begin
            temp_count <= CONG_COUNT;
        end else if (NOTA_FIG) begin
            temp_count <= NOTA_COUNT;
        end else begin
            temp_count <= 0;
        end
        ones <= temp_count % 10;
        tens <= (temp_count / 10) % 10;
        hundreds <= (temp_count / 100) % 10;
        thousands <= (temp_count / 1000) % 10;
    end
end
endmodule
`timescale 1ns / 1ps
module seven_seg(input clk_100MHz,reset,input [3:0] ones,tens,hundreds,thousands,output reg [0:6] seg,output reg [3:0] digit);
    parameter ZERO  = 7'b000_0001;   
    parameter ONE   = 7'b100_1111;   
    parameter TWO   = 7'b001_0010;   
    parameter THREE = 7'b000_0110;   
    parameter FOUR  = 7'b100_1100;   
    parameter FIVE  = 7'b010_0100;   
    parameter SIX   = 7'b010_0000;   
    parameter SEVEN = 7'b000_1111;   
    parameter EIGHT = 7'b000_0000;   
    parameter NINE  = 7'b000_0100;   
    reg [1:0] digit_select;      
    reg [16:0] digit_timer;      
    always @(posedge clk_100MHz or posedge reset) begin
        if(reset) begin
            digit_select <= 0;
            digit_timer <= 0; 
        end
        else                                         
            if(digit_timer == 99_999) begin          
                digit_timer <= 0;                    
                digit_select <=  digit_select + 1;
            end
            else
                digit_timer <=  digit_timer + 1;
    end
    always @(digit_select) begin
        case(digit_select) 
            2'b00 : digit = 4'b1110;  
            2'b01 : digit = 4'b1101;   
            2'b10 : digit = 4'b1011;   
            2'b11 : digit = 4'b0111;  
        endcase
    end
    always @*
        case(digit_select)
            2'b00 : begin        
                        case(ones)
                            4'b0000 : seg = ZERO;
                            4'b0001 : seg = ONE;
                            4'b0010 : seg = TWO;
                            4'b0011 : seg = THREE;
                            4'b0100 : seg = FOUR;
                            4'b0101 : seg = FIVE;
                            4'b0110 : seg = SIX;
                            4'b0111 : seg = SEVEN;
                            4'b1000 : seg = EIGHT;
                            4'b1001 : seg = NINE;
                        endcase
                    end
            2'b01 : begin        
                        case(tens)
                            4'b0000 : seg = ZERO;
                            4'b0001 : seg = ONE;
                            4'b0010 : seg = TWO;
                            4'b0011 : seg = THREE;
                            4'b0100 : seg = FOUR;
                            4'b0101 : seg = FIVE;
                            4'b0110 : seg = SIX;
                            4'b0111 : seg = SEVEN;
                            4'b1000 : seg = EIGHT;
                            4'b1001 : seg = NINE;
                        endcase
                    end
            2'b10 : begin        
                        case(hundreds)
                            4'b0000 : seg = ZERO;
                            4'b0001 : seg = ONE;
                            4'b0010 : seg = TWO;
                            4'b0011 : seg = THREE;
                            4'b0100 : seg = FOUR;
                            4'b0101 : seg = FIVE;
                            4'b0110 : seg = SIX;
                            4'b0111 : seg = SEVEN;
                            4'b1000 : seg = EIGHT;
                            4'b1001 : seg = NINE;
                        endcase
                    end
            2'b11 : begin        
                        case(thousands)
                            4'b0000 : seg = ZERO;
                            4'b0001 : seg = ONE;
                            4'b0010 : seg = TWO;
                            4'b0011 : seg = THREE;
                            4'b0100 : seg = FOUR;
                            4'b0101 : seg = FIVE;
                            4'b0110 : seg = SIX;
                            4'b0111 : seg = SEVEN;
                            4'b1000 : seg = EIGHT;
                            4'b1001 : seg = NINE;
                        endcase
                    end
        endcase
endmodule
`timescale 1ns / 1ps
module voting_machine(input clk,reset,BJP,CONG,NOTA,BJP_FIG,CONG_FIG,NOTA_FIG,output reg BJP_CONF,CONG_CONF,NOTA_CONF,output [0:6] seg,output [3:0] digit);
reg [9:0] BJP_COUNT=0,NOTA_COUNT=0,CONG_COUNT=0;
wire [3:0]ones,tens,hundreds,thousands;
digits digits_1(clk,reset,BJP_FIG,CONG_FIG,NOTA_FIG,BJP_COUNT,NOTA_COUNT,CONG_COUNT,ones,tens,hundreds,thousands);
seven_seg seven_seg_1(clk,reset,ones,tens,hundreds,thousands,seg,digit);
reg [31:0] count = 0;
always @(posedge clk)
begin
    if(reset)
    begin
        BJP_COUNT  <= 0;
        CONG_COUNT <= 0;
        NOTA_COUNT <= 0;
    end
    else
    begin
            if(BJP)
                begin
                if(count < 50_000_000)
                    count <= count + 1;
                else
                  begin
                      if(BJP && count==50_000_000)
                        begin
                        BJP_CONF  <= 1'b1;
                        count     <= count+1;
                        BJP_COUNT <= BJP_COUNT + 1;
                        end
                      else
                        begin
                        BJP_CONF  <= 1'b1;
                        count     <= count+1;
                        BJP_COUNT <= BJP_COUNT;
                        end
                  end
                end  
             else if (CONG )
             begin
                  if(count < 50_000_000)
                      count <= count + 1;
                  else
                  begin
                      if(CONG && count==50_000_000)
                        begin
                        CONG_CONF <= 1'b1;
                        count    <= count+1;
                        CONG_COUNT <= CONG_COUNT + 1;
                        end
                      else
                        begin
                        CONG_CONF <= 1'b1;
                        count    <= count+1;
                        CONG_COUNT <= CONG_COUNT;
                        end
                  end
               end
             else if (NOTA)
             begin
                  if(count < 50_000_000)
                       count <= count + 1;
                  else
                  begin
                      if(NOTA && count==50_000_000)
                        begin
                        NOTA_CONF  <= 1'b1;
                        count      <= count+1;
                        NOTA_COUNT <= NOTA_COUNT + 1;
                        end
                      else
                        begin
                        NOTA_CONF <= 1'b1;
                        count    <= count+1;
                        NOTA_COUNT <= NOTA_COUNT;
                        end
                  end
            end
			else begin
				count<=0;
				BJP_CONF<=0;
				NOTA_CONF<=0;
				CONG_CONF<=0;
			end
        end
  end          
endmodule
==> /design/flow/run.sh <==
#!/bin/bash
# OpenROAD 26Q1-2900-gdf79404cd8, Yosys 0.63+post, stock flow scripts
make -C /OpenROAD-flow-scripts/flow DESIGN_CONFIG=/design/flow/config.mk WORK_HOME=/design/flow/orfs finish
==> /design/flow/config.mk <==
export PLATFORM = sky130hd
export DESIGN_NAME = voting_machine
export DESIGN_NICKNAME = voting_machine
export VERILOG_FILES = /design/flow/design.v
export SDC_FILE = /design/flow/constraint.sdc
export NUM_CORES = 4
export LEC_CHECK = 1
export CORE_UTILIZATION = 40
==> /design/flow/constraint.sdc <==
current_design voting_machine

set clk_period 4.5
set clk_io_pct 0.2

create_clock -name clk0 -period $clk_period [get_ports {clk}]

set non_clock_inputs [all_inputs -no_clocks]
set_input_delay [expr $clk_period * $clk_io_pct] -clock clk0 $non_clock_inputs
set_output_delay [expr $clk_period * $clk_io_pct] -clock clk0 [all_outputs]
==> run notes <==
run results: I/O Buffers 21, CP endpoint kind flop, CTS tree yes, Setup TNS -3.20 ns, CP max stage cell or4b_4, R2R depth 27, register pins left without a clock 7, ys async rst share a little under two fifths, ratio of cells with drive above 1 in the final layout 21.4%, final cell count without fillers approximately 1400, grt total ovfl 0, final worst slack -1.09 ns, DIE AREA roughly 21000 um^2, yosys stat chip area 8270 um^2, Dominant flop cell dfrtp_1, actual slew at the worst max-slew pin about 0.80 ns, initial antenna violation count 0, CTS Buf Count 9, Die Wd 146 um, Final GP Congestion 0.890, cell count listed in synth_stat.txt 1027, MaxCap Viol Count 0, worst-path fanout max 5, period utilisation layout 124%, largest net degree at the start of global routing 39, Power Total roughly 1.9 mW, Final Max Slew Viols 0, Hold Crit Class flop to flop, type of the worst setup path flop to flop, Root Buffer clkbuf_16, Worst-Skew Late Latency approximately 0.35 ns, # setup viols final 4, final core utilization 51.9%, logic area 5480 um^2, DR vias 7731, DIE HEIGHT 146 um, global-route wire length before repair 34100 um, Ports 22, Inst Count DP about 1400, Critical Path Source Type flop, Yosys warnings 3, pre-CTS setup slack -1.11 ns, Worst VDD drop between 0.2 and 0.25 mV, Layout area overhead 27.1%, DR pass1 iterations 5, Synth flops 114, drt drc 0, Log Warnings 37, WP data required ~4.8 ns, hold slack 0.470 ns, CTS max path bufs 2, number of unconstrained endpoints 14, Placed Area 9800 um^2, number of global-route vias before repair 7030, DR WL/cell 13.9 um, Finished Cell Area 10500 um^2, Worst slew margin a little under half, core area 20200 um^2, Syn Std Cell Area 8270 um^2, ant diodes 0, syn_area_per_cell 8.05 um^2, Unique cell types about 91, Peak Freq approximately 0.18 GHz, failing checks negative setup slack, endpoints failing hold 0, Final ANT Viol Nets 0, fin crit period 5.59 ns, leakage 4.29 nW, unrepaired setup endpoints after global routing true, DPL Wire Length 14700 um, Worst-path clk slew 0.07 ns, status complete, but fails checks, Clock Skews 0.00759 ns, Syn Inst Count 1027, Power per Cell Area 181 nW/um^2, Filler Cells Inserted between 1500 and 2000, GRT Util Overall 19.6%, number of synthesized flops with an enable pin 35, fp util 40.9%, WHS Path Cells 2, # rows 52, Sequential Area 2810 um^2, max incr delay on CP 0.51 ns, arrival time worst endpoint about 6 ns, violation count after the first detailed-route iteration around 400, routed wire length 20000 um, Vias/cell between 5 and 6, H-tree Lvls 3, Hold Buf Count CTS 0
worst max-delay path: cells and delay by family (launching register included):
family	cells	cell delay [ns]
AND/OR/NAND/NOR	11	2.37
flip-flops	1	0.41
XOR/XNOR	2	0.32
buffers and inverters	2	0.09
adder cells (fa/ha/maj)	3	0.56
AND-OR/OR-AND	9	1.74
cell families after synthesis:
family / Yosys count / synth area share [%]
simple gates: 464 / 28.5
flops: 107 / 32.7
mux: 14 / 1.73
buf+inv: 98 / 4.80
xor+xnor: 84 / 8.90
latches: 7 / 1.27
fa+ha+maj: 26 / 3.84
compound gates: 227 / 18.2
flip-flops by register name, indices dropped and copies added, names as in the netlist:
register                  count
CONG_CONF                     1
digits_1.tens                 4
digits_1.thousands            1
NOTA_COUNT                   10
BJP_COUNT                    10
digits_1.hundreds             4
seven_seg_1.digit_timer      17
NOTA_CONF                     1
count                        32
digits_1.ones                 4
BJP_CONF                      1
seven_seg_1.seg               7
seven_seg_1.digit_select      2
digits_1.temp_count          10
CONG_COUNT                   10
Yosys cell counts (4+ instances only):
master / instances / area, um^2
nor2_1: 139 / 522
nand2_1: 106 / 398
a21oi_1: 66 / 330
o21ai_0: 52 / 260
xor2_1: 49 / 429
dfrtp_1: 42 / 1050
nand3_1: 40 / 200
clkbuf_1: 38 / 143
nand4_1: 36 / 225
edfxtp_1: 35 / 1050
xnor2_1: 35 / 307
inv_1: 34 / 128
dfxtp_1: 30 / 601
ha_1: 23 / 288
nor3_1: 22 / 110
or3_1: 20 / 125
o211ai_1: 16 / 120
and3_1: 15 / 93.8
nor2b_1: 14 / 87.6
buf_2: 13 / 65.1
nor4_1: 13 / 81.3
mux2i_1: 12 / 120
nand2b_1: 11 / 68.8
and2_1: 10 / 62.6
a31oi_1: 9 / 56.3
a22oi_1: 8 / 60.1
dlxtn_1: 7 / 105
o22ai_1: 6 / 37.5
a21o_1: 5 / 37.5
a32oi_1: 5 / 43.8
and4_1: 5 / 43.8
nor4b_1: 5 / 43.8
buf_1: 4 / 15.0
nor3b_1: 4 / 30.0
o21a_1: 4 / 30.0
worst paths after layout:
path | startpoint | slack (ns) | endpoint
min | BJP_COUNT[9] | 0.47 | digits_1.temp_count[9]
max in group asynchronous | reset | 2.21 | digits_1.temp_count[9]
max | digits_1.temp_count[8] | -1.09 | digits_1.tens[3]
max reg2reg | digits_1.temp_count[8] | -1.09 | digits_1.tens[3]
min reg2reg | BJP_COUNT[9] | 0.47 | digits_1.temp_count[9]
min in group asynchronous | reset | 1.30 | seven_seg_1.digit_timer[13]
cell type report:
class,instances,area share [%]
multi-input cells,815,52.2
flip-flops and latches,114,26.7
repair buffers,180,13.7
well taps,270,3.22
clock buffers,13,2.50
inverters,41,1.51
clock inverters,3,0.191
layout by cell type (no fill, tap or decap), types with 11 or more instances in the layout:
| cell type | n |
|---|---|
| a21oi_1 | 63 |
| and3_1 | 13 |
| buf_4 | 152 |
| clkdlybuf4s50_1 | 21 |
| dfrtp_1 | 41 |
| dfxtp_1 | 30 |
| edfxtp_1 | 35 |
| ha_1 | 20 |
| inv_1 | 32 |
| mux2i_1 | 12 |
| nand2_1 | 105 |
| nand3_1 | 37 |
| nand4_1 | 36 |
| nor2_1 | 135 |
| nor2b_1 | 13 |
| nor3_1 | 19 |
| nor4_1 | 11 |
| o211ai_1 | 16 |
| o21ai_0 | 50 |
| or3_1 | 18 |
| xnor2_1 | 31 |
| xor2_1 | 49 |
per-layer routing:
layer	routed length, um	GRT usage [%]	up-vias
met5	0	0	-
met4	234	2.21	0
met3	655	1.47	14
met2	8990	30.3	148
met1	10100	31.6	3596
li1	-	-	3973
power by group:
part / internal (mW) / switching (mW) / total (mW)
Combinational: 0.0308 / 0.0496 / 0.0804
Sequential: 1.03 / 0.0267 / 1.06
Clock: 0.414 / 0.347 / 0.761
what timing repair did:
item | in CTS | in global routing
setup endpoints to repair | 4 | 6
pin swaps | 17 | 17
setup buffers | 15 | 7
gates cloned | 0 | 0
gates resized | 28 | 20
No activity file was given, so power comes from the tool's default toggle rates.
